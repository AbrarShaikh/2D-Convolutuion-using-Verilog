==> flow/design.v <==
`timescale 1ns / 1ps
module MulAcc 
               (input clk,
               input [71:0] pixel_data,  
               input is_valid_pdata,  
               output reg is_valid_odata,  
               output reg [7:0] pixel_odata );  
integer i;               
reg [7:0] kernel [8:0];  
reg [15:0] o_data_mult [8:0];  
reg [15:0] o_data_sum;  
reg [15:0] o_data_sumf;  
reg multdatavalid;
reg sumdatavalid;
initial 
begin
kernel[0]=0;
kernel[1]=-1;
kernel[2]=0;
kernel[3]=-1;
kernel[4]=5;
kernel[5]=-1;
kernel[6]=0;
kernel[7]=-1;
kernel[8]=0;
end
always@(posedge clk) 
begin
for(i=0;i<9;i=i+1) 
begin
o_data_mult[i]<=$signed(kernel[i])*$signed({1'b0,pixel_data[i*8+:8]});
end
multdatavalid<=is_valid_pdata;
end
always@(*) begin
o_data_sum=0;
for(i=0;i<9;i=i+1)
begin
o_data_sum=$signed(o_data_sum)+$signed(o_data_mult[i]);
end
end
always @(posedge clk)
begin
    if(o_data_sum[15])
    begin
        o_data_sumf<=-o_data_sum;
    end
    else begin
        o_data_sumf<=o_data_sum;
    end
    sumdatavalid<=multdatavalid;
end
always@(posedge clk) begin
pixel_odata<= o_data_sumf;
is_valid_odata<=sumdatavalid;
end
endmodule
==> flow/run.sh <==
#!/bin/bash
# OpenROAD 26Q1-2900-gdf79404cd8, Yosys 0.63+post, stock flow scripts
make -C /OpenROAD-flow-scripts/flow DESIGN_CONFIG=/design/flow/config.mk WORK_HOME=/design/flow/orfs finish
==> flow/config.mk <==
export PLATFORM = sky130hd
export DESIGN_NAME = MulAcc
export DESIGN_NICKNAME = MulAcc
export VERILOG_FILES = /design/flow/design.v
export SDC_FILE = /design/flow/constraint.sdc
export NUM_CORES = 4
export LEC_CHECK = 1
export CORE_UTILIZATION = 40
==> flow/constraint.sdc <==
current_design MulAcc

set clk_period 6.0
set clk_io_pct 0.2

create_clock -name clk0 -period $clk_period [get_ports {clk}]

set non_clock_inputs [all_inputs -no_clocks]
set_input_delay [expr $clk_period * $clk_io_pct] -clock clk0 $non_clock_inputs
set_output_delay [expr $clk_period * $clk_io_pct] -clock clk0 [all_outputs]
==> commit_impl_results.txt <==
Add synthesis and place-and-route results

* Result of the run: complete, no violations
- CTS reports a maximum clock tree buffer depth of 2.
- DRT iter0 DRCs: approximately 170
- CTS sink count: between 90 and 100
- CTS tree: built
- Number of violations of the max-capacitance limit: 0
* Antenna violations before repair: 0
- The OpenROAD report gives the critical path a data arrival time of around 5.7 ns.
- Crit Path Max Fanout: 5
- After routing, the total negative slack on setup checks comes to 0 ns.
* Number of buffers created by CTS: 9
- The synth_stat.txt file lists the number of cells as approximately 1100.
- For this run, the share of the core covered by cells in the final layout is 45.98%.
- After synthesis, the chip area reported by Yosys is between 0.01 and 0.015 mm2.
- Final GP Congestion: 0.8536
- Final hold violation count: 0
- In this run the tightest slew margin relative to its limit is around 58%.
- Synthesized area divided by synthesized cell count: ~10 um2
- The finished layout holds between 1500 and 2000 standard cells, fillers aside.
* Number of fillers in the final layout: roughly 2600
- OpenROAD emitted warnings numbering roughly 130.
* Horizontal die size: 170.6 um
- FFs w/ async S/R, synth: 0%
* Chip Area: roughly 0.029 mm2
* Number of pins exceeding their max-slew limit in the final report: 0
* Residual overflow from global routing: 0
- After detailed placement, the total cell area comes to 0.01249 mm2.
- At the pin with the least slew margin, the transition time is 0.6274 ns.
- During synthesis, Yosys emitted a total of 2 warnings.
- Final period util: 91.37%
- Register area: 0.001882 mm2
* Endpoint kind of the worst setup timing path: flip-flop
- Before antenna repair, the detailed router went through 6 iterations.
- Global routing consumed, over all layers together, between 10% and 20% of the routing resources.
* Final setup violation count: 0
- STA classifies the critical path startpoint as a primary input.
- The die is 170.6 um tall.
- Of the cells placed in the final design, the portion with a size suffix greater than 1 is under 10%.
* Clock latency of the later-clocked register in the worst-skew pair: ~0.34 ns
- Pin count of the biggest net entering global routing: 17
- Layout Skew: ~0.0039 ns
- The first global-routing pass estimated approximately 32 mm of wire.
* Share of the core filled by cells before placement: 40.81%
- Path type of the worst setup path: in -> reg
- Data on the critical path is required at its endpoint by approximately 6.2 ns.
- Cell Rows: 61
- Cell family contributing the most delay on the critical path: adder cells
- Post-cts hold buffer count: 0
- Number of I/O pins: ~83
- Total Wirelength: 18.06 mm
- WL/cell: 11.63 um
* PostCTS Resize Cnt: 0
- Via count of the routed design: 6709
* Hold WS: ~0.33 ns
- Count of buffers from port buffering: about 50
* Number of placed cells counting well taps: approximately 1500
* Number of antenna diodes: 0
- Shortest period the worst path allows: 5.482 ns
- Per the timing report, the achievable frequency comes out to 182.4 MHz.
- For this run, the detailed router reports a per-instance via density of 4.320.
- Yosys mapped a number of flops with a built-in enable equal to 0.
- Gate Area: between 0.008 and 0.009 mm2
* Worst min path class: reg -> reg
* # Post-CTS Setup Buffers: 0
* Drc violations: 0
- The signal on the critical path passes through clkdlybuf4s50_1, inv_1, fa_1, inv_1, fa_1, inv_1, fa_1, fa_1, inv_1, ha_1, a21oi_1, o21bai_1, a2111oi_0, or3_1, o311ai_1.
- Setup repair after global routing left no endpoint under its margin.
* Ys flops: 94
* HPWL after DPL: approximately 16 mm
- Sequential-to-total area share from yosys stat: around 17%
* Netlist Area Pre-Place: 0.01137 mm2
- Via count of the first global-routing pass: approximately 7000
- Clock tree synthesis selected as its root buffer the cell sky130_fd_sc_hd__clkbuf_16.
- After routing the design area is approximately 0.013 mm2.
- Per the post-synthesis report, the number of cells in the design is ~1100.
- Buffer-and-inverter tally for the worst setup path: 5
* Standard cell core area: roughly 0.028 mm2
- The timing report gives the clock slew at the launch and capture registers of the worst setup and hold paths as 0.06 ns.
* Number of H-tree branching levels: 3
* Biggest cell delay along the critical path: between 0.5 and 0.6 ns
* Worst path slowest cell: sky130_fd_sc_hd__fa_1
* Distinct cell type count after synthesis: 43
- The area growth from synthesis to layout is 12.67%.
- Leading register cell type out of synthesis: sky130_fd_sc_hd__dfxtp_1
- Antenna violation net count after detailed routing: 0
-- worst register-to-register path, delay by kind of cell, from the launching register on --
family | cells | cell delay [ns]
AND-OR/OR-AND | 3 | 0.77
adder cells (fa/ha/maj) | 5 | 2.20
buffers and inverters | 2 | 0.13
flip-flops | 1 | 0.32
multiplexers | 1 | 0.32
AND/OR/NAND/NOR | 2 | 0.43
-- state kept, by name, indices dropped and copies added (netlist names) --
| signal | flops |
|---|---|
| o_data_sumf | 8 |
| multdatavalid | 1 |
| is_valid_odata | 1 |
| o_data_mult | 75 |
| sumdatavalid | 1 |
| pixel_odata | 8 |
-- final timing paths --
check / startpoint / to / slack, ns / cells past startpoint
setup reg to reg: o_data_mult[3][3]$_DFF_P_ / o_data_sumf[1]$_DFF_P_ / 1.70 / 13
hold reg to reg: o_data_sumf[5]$_DFF_P_ / pixel_odata[5]$_DFF_P_ / 0.33 / 0
setup / recovery: pixel_data[30] / o_data_mult[3][14]$_DFF_P_ / 0.52 / 15
hold / removal: o_data_sumf[5]$_DFF_P_ / pixel_odata[5]$_DFF_P_ / 0.33 / 0
-- layout by cell type, fill, tap and decap left out, types with 5 or more instances in the layout --
cell type / synthesis / routed
sky130_fd_sc_hd__a211oi_1: 5 / 5
sky130_fd_sc_hd__a21o_1: 12 / 12
sky130_fd_sc_hd__a21oi_1: 33 / 33
sky130_fd_sc_hd__buf_4: 0 / 21
sky130_fd_sc_hd__clkbuf_16: 0 / 9
sky130_fd_sc_hd__clkdlybuf4s50_1: 0 / 50
sky130_fd_sc_hd__dfxtp_1: 94 / 94
sky130_fd_sc_hd__fa_1: 174 / 174
sky130_fd_sc_hd__ha_1: 243 / 243
sky130_fd_sc_hd__inv_1: 307 / 307
sky130_fd_sc_hd__nand2_1: 11 / 11
sky130_fd_sc_hd__nand2b_1: 5 / 5
sky130_fd_sc_hd__nor2_1: 34 / 34
sky130_fd_sc_hd__nor2b_1: 12 / 12
sky130_fd_sc_hd__nor3_1: 13 / 13
sky130_fd_sc_hd__o21a_1: 11 / 11
sky130_fd_sc_hd__o21ai_0: 16 / 16
sky130_fd_sc_hd__o21bai_1: 6 / 6
sky130_fd_sc_hd__xnor2_1: 47 / 47
sky130_fd_sc_hd__xor2_1: 13 / 13
-- cells by family after synthesis --
logic type	share of synthesized area [%]
and+or+nand+nor	4.039
muxes	0.1981
xor gates and xnor gates	5.063
buffers and inverters	10.24
DFF	16.55
adders and majority gates	57.39
AOI/OAI and AO/OA	6.527
-- metal layers --
layer | GRT usage, % | vias up | wire, um
li1 | - | 3499 | -
met3 | 3.062 | 8 | 686
met1 | 22.22 | 3136 | 9015
met5 | 0 | - | 0
met2 | 22.84 | 66 | 8250
met4 | 0.8617 | 0 | 104
-- per-stage QoR --
stage                     setup WS [ns]
final                            0.5181
after global routing             0.1339
after CTS                        0.4884
after detailed placement         0.1349
after global placement           0.1270
after floorplan                   1.044
-- final cells by class --
cell class / instances / area share, %
clock buffer: 9 / 1.758
multi-input combinational: 687 / 64.98
inverter: 307 / 8.997
sequential: 94 / 14.69
timing repair buffer: 71 / 5.138
tap: 378 / 3.693
clock inverter: 7 / 0.7424
-- cells in the mapped netlist, types with 3 or more instances --
master	count	area, um2
sky130_fd_sc_hd__a311oi_1	4	35.03
sky130_fd_sc_hd__xnor2_1	47	411.6
sky130_fd_sc_hd__o21ai_1	4	20.02
sky130_fd_sc_hd__a211o_1	3	26.28
sky130_fd_sc_hd__o21ai_0	16	80.08
sky130_fd_sc_hd__nor3_1	13	65.06
sky130_fd_sc_hd__nand2b_1	5	31.28
sky130_fd_sc_hd__dfxtp_1	94	1882
sky130_fd_sc_hd__o21a_1	11	82.58
sky130_fd_sc_hd__nor2_1	34	127.6
sky130_fd_sc_hd__a211oi_1	5	37.54
sky130_fd_sc_hd__or3_1	3	18.77
sky130_fd_sc_hd__and2_1	4	25.02
sky130_fd_sc_hd__a21oi_1	33	165.2
sky130_fd_sc_hd__a22o_1	3	26.28
sky130_fd_sc_hd__inv_1	307	1152
sky130_fd_sc_hd__nand3_1	4	20.02
sky130_fd_sc_hd__a21o_1	12	90.09
sky130_fd_sc_hd__fa_1	174	3483
sky130_fd_sc_hd__o21bai_1	6	45.04
sky130_fd_sc_hd__xor2_1	13	113.9
sky130_fd_sc_hd__nand2_1	11	41.29
sky130_fd_sc_hd__ha_1	243	3040
sky130_fd_sc_hd__nor2b_1	12	75.07
